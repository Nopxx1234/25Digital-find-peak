==> design.v <==
module Control #(
    parameter CLK_FREQ = 50_000_000
)
(
    input               clk,
    input               rstn,
    input               sw,
    input   [6:0]       keys,
    output  [7:0]       led,
    output              detect_start,
    input               detect_finish,
    input   [2:0]       detect_peak_num,
    output  [12:0]      detect_time,  
    output  [1:0]       disp_mode, 
    output  [2:0]       disp_peak_idx, 
    output              bram_wr_start
);
reg  [15:0] ms_cnt;         
wire        ms_tick;        
assign ms_tick = (ms_cnt == (CLK_FREQ/1000 - 1));
always @(posedge clk) begin
    if (~rstn) begin
        ms_cnt <= 16'b0;
    end 
    else if (ms_tick) begin
        ms_cnt <= 16'b0;
    end 
    else begin 
        ms_cnt <= ms_cnt + 16'b1;
    end 
end
reg  [5:0]  us_cnt;          
wire        us_tick;         
assign us_tick = (us_cnt == (CLK_FREQ/1000000 - 1));
always @(posedge clk) begin
    if (~rstn) begin
        us_cnt <= 6'b0;
    end 
    else if (ms_tick) begin
        us_cnt <= 6'b0;
    end 
    else begin 
        us_cnt <= us_cnt + 6'b1;
    end 
end
wire [7:0] keys_stable;
reg  [7:0] keys_d1 = 8'hff;  
always @(posedge clk) begin
   keys_d1 <= keys_stable;
end
wire pressed_dw_key0      = keys_d1[0] & (~keys_stable[0]);
wire pressed_dw_key1      = keys_d1[1] & (~keys_stable[1]);
wire pressed_dw_key2      = keys_d1[2] & (~keys_stable[2]);
wire pressed_dw_key3      = keys_d1[3] & (~keys_stable[3]);
wire pressed_dw_key4      = keys_d1[4] & (~keys_stable[4]);
wire pressed_dw_key5      = keys_d1[5] & (~keys_stable[5]);
wire pressed_dw_key6      = keys_d1[6] & (~keys_stable[6]);
wire switch_on_loading;
assign switch_on_loading = ~keys_stable[7]; 
KeyDebounce #(
   .CLK_FREQ(CLK_FREQ),
   .KEY_CNT(8)
) u_key (
   .clk(clk), 
   .keys({~sw, keys}),
   .keys_stable(keys_stable)
);
localparam STATE_INITED     = 3'b000;
localparam STATE_LOADING    = 3'b001;
localparam STATE_PENDING    = 3'b010;
localparam STATE_RUNNING    = 3'b011;
localparam STATE_DONE       = 3'b100;
reg [2:0] current_state = STATE_INITED;
reg [2:0] next_state = STATE_INITED;
always @(posedge clk) begin
    if (~rstn) begin
        current_state <= STATE_INITED;
    end 
    else begin 
        current_state <= next_state;
    end 
end
always @(*) begin 
    if (~rstn) next_state = STATE_INITED;
    else begin 
        case (current_state)
            STATE_INITED: begin
                next_state = STATE_PENDING;
            end 
            STATE_LOADING: begin
                next_state = switch_on_loading ? STATE_LOADING : STATE_PENDING;
            end 
            STATE_PENDING: begin
                if (switch_on_loading) next_state = STATE_LOADING;
                else next_state = pressed_dw_key0 ? STATE_RUNNING : STATE_PENDING;
            end 
            STATE_RUNNING: begin
                next_state = detect_finish ? STATE_DONE : STATE_RUNNING;
            end 
            STATE_DONE: begin
                if (pressed_dw_key0) next_state = STATE_PENDING;
                else next_state = STATE_DONE;
            end 
            default: begin
                next_state = STATE_INITED;
            end 
        endcase
    end 
end
assign bram_wr_start = (current_state == STATE_LOADING);
assign detect_start = (current_state == STATE_RUNNING);
reg [12:0] detect_time_us;
always @(posedge clk) begin
    if (~rstn || (current_state <= STATE_PENDING)) begin
        detect_time_us <= 13'b0;
    end 
    else if (us_tick && (current_state == STATE_RUNNING)) begin
        detect_time_us <= (detect_time_us < 13'h1fff) 
                        ? detect_time_us + 13'b1 : detect_time_us;
    end 
end 
assign detect_time = detect_time_us;
localparam SEG_MODE_NONE      = 2'b00; 
localparam SEG_MODE_TIME      = 2'b01; 
localparam SEG_MODE_POS       = 2'b10; 
localparam SEG_MODE_VAL       = 2'b11; 
reg [1:0] disp_mode_r;
reg [2:0] disp_peak_idx_r;
assign disp_mode = disp_mode_r;
assign disp_peak_idx = disp_peak_idx_r;
reg state_change=1'b0;
always @(posedge clk) begin
    if (~rstn) begin 
        disp_mode_r <= SEG_MODE_NONE;
        disp_peak_idx_r <= 3'b111;
        state_change<=1'b0;
    end
    else if(rstn) begin
        if (current_state == STATE_DONE && next_state == STATE_DONE && !state_done_entered) begin
            state_change <= 1'b1;
            disp_mode_r <= SEG_MODE_TIME;  
            disp_peak_idx_r <= 3'b000;     
        end
        else if (current_state != STATE_DONE) begin
            state_change <= 1'b0;
            disp_mode_r <= SEG_MODE_NONE;
            disp_peak_idx_r <= 3'b111;
        end
        else if (current_state == STATE_DONE) begin
            if (pressed_dw_key1) begin 
                disp_peak_idx_r <= 3'd0;
                disp_mode_r <= (disp_mode_r == SEG_MODE_POS) ? SEG_MODE_VAL : SEG_MODE_POS;
            end
            else if (pressed_dw_key2) begin 
                disp_peak_idx_r <= 3'd1;
                disp_mode_r <= (disp_mode_r == SEG_MODE_POS) ? SEG_MODE_VAL : SEG_MODE_POS;
            end
            else if (pressed_dw_key3) begin 
                disp_peak_idx_r <= 3'd2;
                disp_mode_r <= (disp_mode_r == SEG_MODE_POS) ? SEG_MODE_VAL : SEG_MODE_POS;
            end
            else if (pressed_dw_key4) begin 
                disp_peak_idx_r <= 3'd3;
                disp_mode_r <= (disp_mode_r == SEG_MODE_POS) ? SEG_MODE_VAL : SEG_MODE_POS;
            end
            else if (pressed_dw_key5) begin 
                disp_peak_idx_r <= 3'd4;
                disp_mode_r <= (disp_mode_r == SEG_MODE_POS) ? SEG_MODE_VAL : SEG_MODE_POS;
            end
            else if (pressed_dw_key6) begin 
                disp_peak_idx_r <= 3'd5;
                disp_mode_r <= (disp_mode_r == SEG_MODE_POS) ? SEG_MODE_VAL : SEG_MODE_POS;
            end
        end
    end
end 
reg [8:0] blink_ms = 9'd0;  
always @(posedge clk) begin
    if (~rstn) begin
        blink_ms <= 9'b0;
    end 
    else if (ms_tick) begin
        blink_ms <= (blink_ms < 9'd500)? blink_ms + 9'b1 : 9'b0;
    end
end
reg led7 = 1'b0; 
always @(posedge clk) begin
    if (~rstn) begin
        led7 <= 1'b0;
    end 
    else if (current_state == STATE_LOADING) begin
        led7 <= ((blink_ms == 9'd500) && ms_tick) ? ~led7 : led7;
    end 
    else begin
        led7 <= 1'b1;
    end
end
reg led0 = 1'b0; 
always @(posedge clk) begin
    if (~rstn) begin
        led0 <= 1'b0;
    end 
    else begin
        case (current_state)
            STATE_INITED: begin
                led0 <= 1'b0;
            end 
            STATE_LOADING: begin
                led0 <= 1'b0;
            end 
            STATE_PENDING: begin
                led0 <= 1'b0;
            end 
            STATE_RUNNING: begin
                if(ms_tick && (blink_ms == 9'd500)) begin
                    led0 <= ~led0;
                end
                else begin
                led0 <= 1'b1;
                end 
            end
            STATE_DONE: begin
                led0 <= 1'b1;
            end 
            default: begin
                led0 <= 1'b0;
            end
        endcase
    end
end
reg [5:0] peak_led = 6'b0;  
always @(posedge clk) begin
    if(~rstn)begin 
        peak_led<=6'b000_000;
    end
    else begin
        if(current_state==STATE_DONE)begin
            case(detect_peak_num)
                3'd0: peak_led<=6'b000_000;
                3'd1: peak_led<=6'b000_001;
                3'd2: peak_led<=6'b000_011;
                3'd3: peak_led<=6'b000_111;
                3'd4: peak_led<=6'b001_111;
                3'd5: peak_led<=6'b011_111;
                3'd6: peak_led<=6'b111_111;
                default: peak_led<=6'b000_000;
            endcase
        end
    end
end
assign led = {led7, peak_led, led0};
endmodule
module KeyDebounce #(
    parameter CLK_FREQ = 50_000_000,   
    parameter KEY_CNT = 8              
) (
    input clk,                         
    input [KEY_CNT-1:0] keys,          
    output reg [KEY_CNT-1:0] keys_stable = {KEY_CNT{1'b1}}   
);
parameter STATE_IDLE     = 1'b0;       
parameter STATE_SAMPLING = 1'b1;       
reg current_state = STATE_IDLE;        
reg next_state = STATE_IDLE;           
parameter KEY_CLK_MAX = CLK_FREQ * 20 / 1000 - 1;   
reg [31:0] key_clk_cnt = 32'b0;                    
wire key_sampling_finished;                        
assign key_sampling_finished = (key_clk_cnt >= KEY_CLK_MAX);   
reg [KEY_CNT-1:0] key_prev = {KEY_CNT{1'b1}};      
wire [KEY_CNT-1:0] key_change;                     
assign key_change = keys ^ key_prev;                
always @(posedge clk) begin
    current_state <= next_state;                    
end
always @(*) begin
    case (current_state)
        STATE_IDLE: begin
            if (|key_change) begin                  
                next_state = STATE_SAMPLING;        
            end
            else begin
                next_state = STATE_IDLE;            
            end
        end
        STATE_SAMPLING: begin
            if (key_sampling_finished) begin        
                next_state = STATE_IDLE;            
            end
            else begin
                next_state = STATE_SAMPLING;        
            end
        end
        default: begin
            next_state = STATE_IDLE;                
        end
    endcase
end
always @(posedge clk) begin
    if (current_state == STATE_IDLE || (|key_change)) begin
        key_clk_cnt <= 32'b0;
    end
    else if (current_state == STATE_SAMPLING) begin
        key_clk_cnt <= key_clk_cnt + 32'b1;
    end
end
always @(posedge clk) begin
    key_prev <= keys;                              
end
always @(posedge clk) begin
    if (current_state == STATE_SAMPLING && next_state == STATE_IDLE) begin
        keys_stable <= key_prev;                    
    end
end
endmodule
==> run.sh <==
#!/bin/bash
# OpenROAD 26Q1-2900-gdf79404cd8, Yosys 0.63+post, stock flow scripts
make -C /OpenROAD-flow-scripts/flow DESIGN_CONFIG=/design/flow/config.mk WORK_HOME=/design/flow/orfs finish
==> config.mk <==
export PLATFORM = sky130hd
export DESIGN_NAME = Control
export DESIGN_NICKNAME = Control
export VERILOG_FILES = /design/flow/design.v
export SDC_FILE = /design/flow/constraint.sdc
export NUM_CORES = 4
export LEC_CHECK = 1
export CORE_UTILIZATION = 50
==> constraint.sdc <==
current_design Control

set clk_period 5.8
set clk_io_pct 0.2

create_clock -name clk0 -period $clk_period [get_ports {clk}]

set non_clock_inputs [all_inputs -no_clocks]
set_input_delay [expr $clk_period * $clk_io_pct] -clock clk0 $non_clock_inputs
set_output_delay [expr $clk_period * $clk_io_pct] -clock clk0 [all_outputs]
==> flow_summary.yaml <==
# generated from flow reports
power:
  power_uw: 1860
  total_leakage_power_uw: 0.00211
  vdd_ir_drop_max_mv: 0.240
  power.density_nw_per_um2: 299
status:
  status: "completed"
synthesis:
  netlist_logic_family_top: "simple AND/OR/NAND/NOR gates"
  ys_types: 55
  ys_warn_count: 4
  yosys_area_sq_um: 5170
  ys.flops: 116
  async_flop_share_pct: 0
  synth-simple-area-share_pct: 27.4
  ys_sh_mux_pct: 0.968
  avgSynthCellArea_sq_um: 8.98
  syn_area_sq_um: 5170
  top_area_share_pct: 41.8
  ys_cells: 576
  ys_seq_share_pct: 46.5
  synthAoiAreaFrac_pct: 13.7
  dominantRegCellSynth: "dfxtp_1"
  synth_cells: 576
  xor_share_pct: 6.27
  synth-edff-count: 8
  synth_top_cell_by_area: "dfxtp_1"
  ys_sh_adder_pct: 1.69
  top_cells_by_area: "dfxtp_1 (42%), edfxtp_1 (4.6%), a21oi_1 (3.7%)"
floorplanning:
  fp.dieW_microns: 104
  fp_util_pct: 52.2
  placementRows: 36
  fp.coreArea_sq_um: 9910
  die-area_sq_um: 10800
  io_pins: 42
  die_h_microns: 104
drt:
  met3RoutedLength_microns: 333
  wl_per_cell_microns: 13.8
  ant_nets: 0
  dr_total_vias: 4288
  drt_wl_total_microns: 10500
  diodes: 0
  wl_met1_microns: 5140
  maxUsedRoutingLayer: "met4"
  detail_route.vias_per_cell: 5.63
  firstDrtPassIters: 5
  drc: 0
  wl_met2_microns: 4920
  first_iter_violations: 155
global_route:
  grt_first_pass_wirelength_microns: 18100
  grt_max_degree: 31
  grt.overflow.total: 0
  grt_pass1_vias: 3858
  grt_antenna_before_repair: 0
  grt.total_usage_pct: 20.8
sta:
  maxSlewViolCount: 0
  period_used_pct: 52.2
  skew_ns: 0.00731
  max_slew_margin_pct: 49.4
  hold_violations: 0
  finalCriticalPeriod_ns: 3.03
  tightest_slew_ns: 0.752
  holdWs_ns: 0.359
  setup_tns_ns: 0
  max_freq_mhz: 330
  setup_viol_count_final: 0
  rsz0062_at_grt: "no"
place:
  hpwl_microns: 7090
  portBuffers: 41
  dpl.cell_count: 729
  gp_congestion: 0.845
job:
  maxCapViolations: 0
  tool_warnings: 28
worst_setup_path:
  cp_slowest_cell: "clkdlybuf4s50_1"
  critPathKind: "register to output port"
  worstPathMaxFanout: 8
  reg2reg_slack_ns: 3.49
  cp.required_ns: 4.64
  startpoint_type: "register"
  critPathMaxStageDelay_ns: 0.53
  arrival_ns: 1.87
  crit_chain: "nor3b_1 > clkdlybuf4s50_1"
  cp-end-kind: "output port"
layout:
  stdcell_count: 761
  drive_gt1_share_pct: 6.05
  regArea_sq_um: 2400
  comb_area_sq_um: 2590
  layout_top_cell: "dfxtp_1"
  fillCellCount: 830
  areaGrowthSynthToFinish_pct: 20.5
  lay_top_cells: "dfxtp_1 (108), nand2_1 (44), clkdlybuf4s50_1 (41), nor2_1 (40), a21oi_1 (38)"
cts:
  cts.clk_slew.worst_paths_ns: 0.06
  post_cts_buffers: 0
  post_cts_resize_count: 0
  clockRootBuffer: "clkbuf_8"
  cts_tree: "built"
  cts_hold_buf: 0
  cts_sinks: 116
  cts_buffers: 17
  clk_path_buf_depth: 2
  insertion_delay_ns: 0.51
  htree_levels: 4
min_path:
  hp-class: "register to register"
==> worst max-delay path, delay by kind of cell, from the launching register on <==
family,cells,cell delay [ns]
buffers and inverters,1,0.53
DFF,1,0.46
and+or+nand+nor,1,0.38
==> synth_stat cells (4+ instances only) <==
library cell and count:
nor2_1 40, o21ai_0 27, or3_1 14, nor3_1 9, nand2b_1 9, nand3_1 34, clkbuf_1 18, edfxtp_1 8
mux2i_1 5, dfxtp_1 108, a21o_1 4, or4_1 17, nor2b_1 5, and2_1 6, xnor2_1 17, o211ai_1 4
and3_1 15, ha_1 7, xor2_1 20, nand4b_1 4, nor4_1 15, inv_1 20, a21oi_1 38, and4_1 10
nand4_1 20, o31ai_1 15, nand2_1 44
==> metal layers <==
metal / GRT usage (%) / vias up
met1: 32.0 / 2006
li1: - / 2213
met2: 33.3 / 59
met3: 3.72 / 10
met5: 0 / -
met4: 2.04 / 0
==> worst paths after layout <==
path,cells past startpoint,end,from
worst max-delay path,2,bram_wr_start,current_state[0]$_SDFF_PN0_
worst max register to register,5,detect_time_us[6]$_SDFFE_PP0P_,us_cnt[0]$_SDFF_PP0_
worst min register to register,0,keys_d1[3]$_DFF_P_,u_key.keys_stable[3]$_DFFE_PP_
worst min-delay path,0,keys_d1[3]$_DFF_P_,u_key.keys_stable[3]$_DFFE_PP_
==> area by class of cell <==
class,count,area share (%)
multi-input cells,417,41.6
flip-flops and latches,116,38.6
repair buffers,43,6.83
clock buffers,18,6.71
well taps,133,2.67
clock inverters,14,2.47
inverters,20,1.21
==> sequential cells by signal, summed over array words and instances, names as in the netlist <==
signal	cells
ms_cnt	16
disp_peak_idx_r	3
u_key.key_prev	8
peak_led	6
disp_mode_r	2
us_cnt	6
current_state	3
keys_d1	7
led7	1
u_key.current_state	1
blink_ms	9
u_key.keys_stable	8
led0	1
detect_time_us	13
u_key.key_clk_cnt	32
==> logic make-up (layout without fill, tap and decap cells) <==
family / count (synthesis) / after routing
AND-OR/OR-AND: 114 / 114
buffers and inverters: 43 / 95
XOR/XNOR: 37 / 37
flip-flops: 116 / 116
multiplexers: 5 / 5
adder cells (fa/ha/maj): 7 / 7
AND/OR/NAND/NOR: 254 / 254
==> where the power goes <==
group,internal [uW],switching [uW]
Clock,614,378
Combinational,22.5,24.6
Sequential,816,9.07
==> through the flow <==
stage          area (sq um)  setup WS, ns  utilization (%)
6_report               6230          2.77             62.9
5_1_grt                6230          2.63             62.9
4_1_cts                6230          2.76             62.9
3_5_place_dp           5660          2.50             57.1
3_3_place_gp           5660          2.59             57.1
2_1_floorplan          5170          3.52                -
No activity file was given, so power comes from the tool's default toggle rates.
